===== design/flow/run.sh =====
#!/bin/bash
# OpenROAD 26Q1-2900-gdf79404cd8, Yosys 0.63+post, stock flow scripts
make -C /OpenROAD-flow-scripts/flow DESIGN_CONFIG=/design/flow/config.mk WORK_HOME=/design/flow/orfs finish

===== design/flow/config.mk =====
export PLATFORM = sky130hd
export DESIGN_NAME = mux_8way16bit_chip
export DESIGN_NICKNAME = mux_8way16bit_chip
export VERILOG_FILES = /design/flow/design.v
export SDC_FILE = /design/flow/constraint.sdc
export NUM_CORES = 4
export LEC_CHECK = 1
export CORE_AREA = 10 10 79 79
export DIE_AREA = 0 0 89 89

===== design/flow/constraint.sdc =====
current_design mux_8way16bit_chip

set clk_period 3.4
set clk_io_pct 0.2

create_clock -name clk0 -period $clk_period

set non_clock_inputs [all_inputs -no_clocks]
set_input_delay [expr $clk_period * $clk_io_pct] -clock clk0 $non_clock_inputs
set_output_delay [expr $clk_period * $clk_io_pct] -clock clk0 [all_outputs]

===== design/flow/design.v =====
module mux_8way16bit_chip(out, a, b, c, d, e, f, g, h, sel);
	input [15:0]a;
	input [15:0]b;
	input [15:0]c;
	input [15:0]d;
	input [15:0]e;
	input [15:0]f;
	input [15:0]g;
	input [15:0]h;
	input [2:0]sel;
	output reg [15:0]out;
	always @*
		case (sel)
			3'b000: out = a; 
			3'b001: out = b;
			3'b010: out = c;
			3'b011: out = d; 
			3'b100: out = e;
			3'b101: out = f;
			3'b110: out = g;
			3'b111: out = h;
		endcase	
endmodule

==> qor.yml <==
end_kind: "output pin"
pwr-share-comb_pct: 100.0
finalClockPeriodUsage_pct: 95.88
ys_sh_adder_pct: 0
hold_viol: 0
cts_resized: 0
fillers: 469
drt-pass1-iter-count: 4
arrival_ps: 2580
crit_required_ps: 2720
rsz0062_at_grt: "false"
grt_max_degree: 21
io_buffer_count: 147
top_cells_by_area: "a22oi_1 15%, mux2i_1 13%, nand2b_1 8.4%, a31oi_1 6.7%, nor2_1 6.7%"
drc: 0
synth_area_sq_um: 1115
num_antenna_cells: 0
fin_area_sq_um: 2631
wl_mm: 6.605
crit_fanout: 15
openroad.warnings: 33
first_global_vias: 1793
grt.busiest_layer: "met2"
initCoreUtil_pct: 23.92
top_area_cell: "a22oi_1"
ys_area_sq_um: 1115
drt_iter0_drc: 49
final-max-slew-violation-count: 0
nClkBuffers: 0
use_met2_pct: 27.06
use_met1_pct: 18.94
vdd_ir_drop_max_mv: 0.05566
worst_slew_pin_slew_ps: 431.4
cts_setup_buffers: 0
flops: 0
via_count: 1794
worstHoldPathType: "in2out"
io_pins: 147
chipArea_sq_um: 7921
setup_violations: 0
placed_area_sq_um: 2631
die_w_microns: 89
track_usage_pct: 15.40
start_kind: "input port"
maxSlewHeadroom_pct: 71.24
p_sw_w: 0.00009365
power_switching_share_pct: 29.24
drt-wirelength-per-cell_microns: 17.66
simple_gate_share_pct: 32.88
grt_overflow_total: 0
ys_cells: 177
top_cells_by_count: "23 x a22oi_1, 20 x nor2_1, 15 x mux2i_1, 15 x nand2_1, 15 x nand2b_1"
finalSetupTns_ps: 0
yosys.area.top_type_share_pct: 15.49
whs_ps: 2275
cts_hold_buffers: 0
hpwl_mm: 5.829
mux_share_pct: 14.48
internal_power_w: 0.0002266
ant_nets: 0
core-area_sq_um: 4661
yosysWarnings: 1
gr-usage-met3_pct: 5.142
synth.comb.largest_family: "AND-OR/OR-AND gates"
drv_cap: 0
yosysSeqAreaShare_pct: 0
synth.most_common_cell: "a22oi_1"
grt_pass1_wl_mm: 9.666
min_period_ps: 3260
avgViaCountPerCell: 4.797
drive_gt1_share_pct: 6.250
leakagePower_nw: 1.013
seq_area_sq_um: 0
place_congestion: 0.8822
antenna_found_initial: 0
clkPwrFrac_pct: 0
postSynthCellCount: 177
crit_type: "in2out"
synthXorXnorAreaFrac_pct: 0
outcome: "finished, final reports clean"
synth-compound-area-share_pct: 39.51
yosysUniqueCellTypes: 27
postSynthAreaPerCell_sq_um: 6.298
area_delta_synth_final_pct: 136.0
p_per_area_nw_per_um2: 121.7
fp-row-count: 25
seq_power_share_pct: 0
max_freq_mhz: 306.8
die_height_microns: 89
-- metrics by stage --
step	std cells	power (W)	util (%)	setup slack, ps
6_report	374	0.0003203	56.46	140.1
3_5_place_dp	374	0.0003235	56.46	145.1
3_3_place_gp	374	0.0003238	56.46	177.6
2_1_floorplan	177	0.0001028	-	1211
4_1_cts	374	0.0003254	56.46	134.8
5_1_grt	374	0.0003477	56.46	11.72
-- layout make-up --
type / count / area (sq um) / share of cell area [%]
multi-input combinational: 156 / 968.4 / 36.80
tap: 54 / 67.56 / 2.568
timing repair buffer: 161 / 1584 / 60.20
inverter: 3 / 11.26 / 0.4280
-- final timing paths --
check               from  endpoint  slack (ps)  depth (start not counted)
setup / recovery  sel[0]    out[6]         140                          8
hold / removal    sel[1]   out[11]        2270                          4
-- worst max-delay path, stage by stage --
cell and delay [ps]:
clkdlybuf4s50_1 450, buf_4 210, nor2b_4 140, and2_1 130
buf_4 180, a22oi_1 100, a31oi_1 170, clkdlybuf4s50_1 500
-- placed cells by master, fill, tap and decap left out, types with 2 or more instances in the layout --
| master | instances |
|---|---|
| nand2b_1 | 15 |
| inv_1 | 3 |
| clkdlybuf4s50_1 | 146 |
| a22oi_1 | 23 |
| a21oi_1 | 12 |
| a22o_1 | 4 |
| nor2_1 | 20 |
| buf_4 | 13 |
| a31oi_1 | 12 |
| nor2b_4 | 2 |
| nor2b_1 | 2 |
| nand2_1 | 15 |
| mux2i_1 | 15 |
| nand3_1 | 11 |
| o21ai_0 | 13 |
| a221oi_1 | 3 |
-- power by group through the flow --
stage	combinational, W	clock (W)	sequential, W
final	0.000320	0	0
after CTS	0.000325	0	0
after global routing	0.000348	0	0
-- kinds of logic after synthesis --
group,after synthesis
and+or+nand+nor,72
AOI/OAI and AO/OA,68
buffers and inverters,21
muxes,16
-- per-layer routing --
| layer | part of all wire, % | wire [microns] |
|---|---|---|
| met4 | 0 | 0 |
| met5 | 0 | 0 |
| met1 | 39 | 2602 |
| met3 | 11 | 736 |
| met2 | 49 | 3266 |
No activity file was given, so power comes from the tool's default toggle rates.
