==> ./design.v <==
module adder_16(out, a, b);
	input [15:0] a;
	input [15:0] b;
	output [15:0] out;
	reg car = 0;
	wire c[15:0];
	assign out = a + b;
endmodule
module alu(out, zr, ng, x, y, zx, nx, zy, ny, f, no);
	input [15:0]x;
	input [15:0]y;
	input zx, nx, zy, ny, f, no;
	output [15:0]out;
	output reg zr, ng;
	wire [15:0]z = 16'b0000000000000000;
	wire [15:0]n_x;
	wire [15:0]zxout;
	wire [15:0]xout;
	wire [15:0]yout;
	wire [15:0]zyout;
	wire [15:0]n_y;
	wire [15:0]out_temp;
	wire [15:0]out_add;
	wire [15:0]out_and;
	wire [15:0]n_o;
	mux_16bit_chip mux16_one(zxout, x, z, zx);
	not_16bit_chip not16_one(n_x, x);
	mux_16bit_chip mux16_two(xout, x, n_x, nx);
	mux_16bit_chip mux16_three(zyout, y, z, zy);
	not_16bit_chip not16_two(n_y, y);
	mux_16bit_chip mux16_four(yout, y, n_y, ny);
	adder_16 adder(out_add, xout, yout); 
	and_16bit_chip and_chip(out_and, xout, yout);
	mux_16bit_chip mux16_five(out_temp, out_and, out_add, f);
	not_16bit_chip not16_three(n_o, out_temp);
	mux_16bit_chip mux16_six(out, out_temp, n_o, no);
endmodule
module and_16bit_chip(out, a, b);
	input [15:0]a;
	input [15:0]b;
	output [15:0]out;
	and_chip and_chip0(out[0], a[0], b[0]);
	and_chip and_chip1(out[1], a[1], b[1]);
	and_chip and_chip2(out[2], a[2], b[2]);
	and_chip and_chip3(out[3], a[3], b[3]);
	and_chip and_chip4(out[4], a[4], b[4]);
	and_chip and_chip5(out[5], a[5], b[5]);
	and_chip and_chip6(out[6], a[6], b[6]);
	and_chip and_chip7(out[7], a[7], b[7]);
	and_chip and_chip8(out[8], a[8], b[8]);
	and_chip and_chip9(out[9], a[9], b[9]);
	and_chip and_chip10(out[10], a[10], b[10]);
	and_chip and_chip11(out[11], a[11], b[11]);
	and_chip and_chip12(out[12], a[12], b[12]);
	and_chip and_chip13(out[13], a[13], b[13]);
	and_chip and_chip14(out[14], a[14], b[14]);
	and_chip and_chip15(out[15], a[15], b[14]);
endmodule
module and_chip(out, a, b);
	input a, b;
	output out;
	wire w1;
	nand(w1, a, b);
	nand(out, w1, w1);
endmodule
module mux_16bit_chip(out, a, b, s);
	input [15:0]a;
	input [15:0]b;
	input s;
	output reg [15:0]out;
	always @*
		if (s)
			out = b;
		else
			out = a;
endmodule
module not_16bit_chip(out, in);
	input [15:0] in;
	output [15:0] out;
	not_chip not_chip0(out[0], in[0]);	
	not_chip not_chip1(out[1], in[1]);	
	not_chip not_chip2(out[2], in[2]);	
	not_chip not_chip3(out[3], in[3]);	
	not_chip not_chip4(out[4], in[4]);	
	not_chip not_chip5(out[5], in[5]);	
	not_chip not_chip6(out[6], in[6]);	
	not_chip not_chip7(out[7], in[7]);	
	not_chip not_chip8(out[8], in[8]);	
	not_chip not_chip9(out[9], in[9]);	
	not_chip not_chip10(out[10], in[10]);	
	not_chip not_chip11(out[11], in[11]);	
	not_chip not_chip12(out[12], in[12]);	
	not_chip not_chip13(out[13], in[13]);	
	not_chip not_chip14(out[14], in[14]);	
	not_chip not_chip15(out[15], in[15]);	
endmodule
module not_chip(out, a);
	input a;
	output out;
	nand(out, a, a);
endmodule
==> ./run.sh <==
#!/bin/bash
# OpenROAD 26Q1-2900-gdf79404cd8, Yosys 0.63+post, stock flow scripts
make -C /OpenROAD-flow-scripts/flow DESIGN_CONFIG=/design/flow/config.mk WORK_HOME=/design/flow/orfs finish
==> ./config.mk <==
export PLATFORM = sky130hd
export DESIGN_NAME = alu
export DESIGN_NICKNAME = alu
export VERILOG_FILES = /design/flow/design.v
export SDC_FILE = /design/flow/constraint.sdc
export NUM_CORES = 4
export LEC_CHECK = 1
export CORE_AREA = 10 10 88 88
export DIE_AREA = 0 0 98 98
==> ./constraint.sdc <==
current_design alu

set clk_period 7.8
set clk_io_pct 0.2

create_clock -name clk0 -period $clk_period

set non_clock_inputs [all_inputs -no_clocks]
set_input_delay [expr $clk_period * $clk_io_pct] -clock clk0 $non_clock_inputs
set_output_delay [expr $clk_period * $clk_io_pct] -clock clk0 [all_outputs]
==> results.txt <==
run metrics: # port buffers 52, number of gates given a new drive strength after cts 0, vias in the first global route 1441, Final ANT Viol Nets 0, post-DR wirelength/cell 12.8 um, status completed, ratio of total power to cell area 130 nW/um^2, CLK BUF 0, crit path capture type output port, most frequently placed logic cells in the final layout sky130_fd_sc_hd__clkdlybuf4s50_1 (52), sky130_fd_sc_hd__xor2_1 (35), sky130_fd_sc_hd__xnor2_1 (23), die boundary width 98 um, Internal Pwr Total 0.148 mW, number of vias per cell 4.45, relative contribution of sequential cells to total power 0%, Tot GR Track Use 8.00%, Core Util at FP 24.4%, number of placement rows 28, fmax 152 MHz, Max Cap Violations 0, unrepaired setup endpoints after global routing no, static leakage 0.847 nW, Chip Area, Yosys 1450 um^2, synthesis-to-layout area growth 41.0%, crit path DAT 5.04 ns, startpoint types input pin, flip-flop and latch count 0, post-detailed-route DRC marker count 0, final weighted congestion of routability-driven global placement 0.784, maximum number of pins on one net before global-route repair 31, worst-case vdd ir drop 0.0319 mV, number of instances in the synthesized netlist 187, Ports 56, number of distinct library cell variants in the gate-level netlist after synthesis 48, Std-Cell Core Area 5920 um^2, final worst path period need 6.60 ns, switching share of total power 44.0%, fraction of final layout cells sized beyond drive strength 1 6.90%, total iterations of the first detailed-routing run 4, first-pass GRT wire length 6730 um, initial detailed-routing violation count 42, Final Setup Violations 0, fill cell instance count of the final layout 620, antenna violations before repair 0, Syn. warnings 4, Util after Layout 34.4%, Data required, critical path 6.24 ns, switching power of the nets 0.116 mW, critical path start-end classification in2out, most common library cell in the layout ignoring fill and taps sky130_fd_sc_hd__clkdlybuf4s50_1, cts hold-fix bufs 0, total half-perimeter wirelength after legalization and detailed placement 3320 um, yosys cell count 187, # diodes 0, average instance area after synthesis 7.73 um^2, total count of max-transition violations in the final report 0, wire length reported by the detailed router 3920 um, die area 9600 um^2, vias 1365, top fanout value on the critical path 8, relative contribution of combinational cells to total power 100.0%, setup tns final 0 ns, overflow left after global routing 0, Clk pwr share 0%, ratio of final minimum period to clock period 84.6%, worst setup margin 1.20 ns, dpl ws 1.17 ns, endpoints failing hold 0, area taken by flip-flops and latches 0 um^2, worst min path class in2out, Post-Synthesis Cell Area 1450 um^2, height of the die 98 um, post-CTS setup buffer count 0, sequential share of the synthesized area 0%, Log Warnings 34
## cell families after synthesis
kind of cell	after synthesis	share of synthesized area [%]
AOI/OAI and AO/OA	43	23.0
xor gates and xnor gates	59	36.2
adders and majority gates	16	14.4
buffers and inverters	19	5.62
muxes	11	7.61
other	1	0.259
and+or+nand+nor	38	12.9
## cell type report
class	instances	area, um^2	area share, %
multi-input cells	169	1370	67.1
well taps	75	93.8	4.60
inverters	7	26.3	1.29
repair buffers	56	551	27.0
## synth_stat cells (all sizes together) (2+ instances only)
| cell type | n | share of area (%) |
|---|---|---|
| nor2 | 10 | 2.8 |
| a21oi | 15 | 6.5 |
| a21o | 3 | 1.6 |
| inv | 7 | 1.8 |
| xnor2 | 24 | 15 |
| nor3 | 4 | 1.4 |
| buf | 9 | 3.0 |
| nand3 | 5 | 1.7 |
| xor2 | 35 | 21 |
| a211oi | 2 | 1.4 |
| o211ai | 4 | 2.8 |
| ha | 15 | 13 |
| nand2 | 10 | 2.8 |
| mux2i | 11 | 7.6 |
| nor2b | 3 | 1.3 |
| clkbuf | 3 | 0.78 |
| o21ai | 4 | 1.4 |
| a31oi | 4 | 2.2 |
## power groups by stage
stage / sequential [mW] / combinational, mW / clock, mW
4_1_cts: 0 / 0.270 / 0
5_1_grt: 0 / 0.298 / 0
6_report: 0 / 0.265 / 0
## through the flow
step,std cells,hold WS [ns],power [mW],area (um^2)
2_1_floorplan,188,3.42,0.170,1450
3_3_place_gp,307,4.32,0.268,2040
3_5_place_dp,307,4.32,0.269,2040
4_1_cts,307,4.33,0.270,2040
5_1_grt,307,4.35,0.298,2040
6_report,307,4.31,0.265,2040
## path summary, 6_finish.rpt
path | endpoint | from | cells after the start | slack (ns)
max | out[12] | nx | 11 | 1.20
min | out[15] | no | 4 | 4.31
## critical path, stage by stage
cell and delay [ns]:
sky130_fd_sc_hd__clkdlybuf4s50_1 0.65, sky130_fd_sc_hd__xor2_1 0.27, sky130_fd_sc_hd__ha_1 0.26, sky130_fd_sc_hd__fa_1 0.42, sky130_fd_sc_hd__a21oi_1 0.30, sky130_fd_sc_hd__o221ai_2 0.18
sky130_fd_sc_hd__a31oi_2 0.31, sky130_fd_sc_hd__nor3_1 0.08, sky130_fd_sc_hd__a311oi_1 0.34, sky130_fd_sc_hd__xnor2_1 0.16, sky130_fd_sc_hd__clkdlybuf4s50_1 0.48
## metal layers
layer	global-route usage, %	share of wire (%)	vias up	wire (um)
met5	0	0	-	0
met2	14.3	49	26	1910
met4	0.895	1.4	0	56
li1	-	-	740	-
met1	9.97	45	597	1760
met3	1.49	5.0	2	196
No activity file was given, so power comes from the tool's default toggle rates.
