--- flow/config.mk ---
export PLATFORM = sky130hd
export DESIGN_NAME = or_16bit_chip
export DESIGN_NICKNAME = or_16bit_chip
export VERILOG_FILES = /design/flow/design.v
export SDC_FILE = /design/flow/constraint.sdc
export NUM_CORES = 4
export LEC_CHECK = 1
export CORE_AREA = 10 10 70 70
export DIE_AREA = 0 0 80 80
--- flow/constraint.sdc ---
current_design or_16bit_chip

set clk_period 1.0
set clk_io_pct 0.2

create_clock -name clk0 -period $clk_period

set non_clock_inputs [all_inputs -no_clocks]
set_input_delay [expr $clk_period * $clk_io_pct] -clock clk0 $non_clock_inputs
set_output_delay [expr $clk_period * $clk_io_pct] -clock clk0 [all_outputs]
--- flow/design.v ---
module or_16bit_chip(out, a, b);
	input [15:0]a;
	input [15:0]b;
	output [15:0]out;
	or_chip or_chip0(out[0], a[0], b[0]);		
	or_chip or_chip1(out[1], a[1], b[1]);		
	or_chip or_chip2(out[2], a[2], b[2]);		
	or_chip or_chip3(out[3], a[3], b[3]);		
	or_chip or_chip4(out[4], a[4], b[4]);		
	or_chip or_chip5(out[5], a[5], b[5]);		
	or_chip or_chip6(out[6], a[6], b[6]);		
	or_chip or_chip7(out[7], a[7], b[7]);		
	or_chip or_chip8(out[8], a[8], b[8]);		
	or_chip or_chip9(out[9], a[9], b[9]);		
	or_chip or_chip10(out[10], a[10], b[10]);		
	or_chip or_chip11(out[11], a[11], b[11]);		
	or_chip or_chip12(out[12], a[12], b[12]);		
	or_chip or_chip13(out[13], a[13], b[13]);		
	or_chip or_chip14(out[14], a[14], b[14]);		
	or_chip or_chip15(out[15], a[15], b[15]);		
endmodule
module or_chip(out, a, b);
	input a, b;
	output out;
	wire w1, w2;
	nand(w1, a, a);
	nand(w2, b, b);
	nand(out, w1, w2);
endmodule
--- flow/run.sh ---
#!/bin/bash
# OpenROAD 26Q1-2900-gdf79404cd8, Yosys 0.63+post, stock flow scripts
make -C /OpenROAD-flow-scripts/flow DESIGN_CONFIG=/design/flow/config.mk WORK_HOME=/design/flow/orfs finish
==> out/results.tsv <==
stage	metric	value	unit
timing	Max transition margin	0.965	
synthesis	synthesis area per yosys	220	um^2
power_and_ir_drop	P_int	98.1	uW
worst_setup_path	Crit. Startpoint	a[13]	
routing	DR top layer	met3	
synthesis	Syn Area/Cell	6.88	um^2
hold_path	HP Class	input port to output port	
routing	DR pass1 iterations	1	
worst_setup_path	maximum net fanout on the critical path	1	
worst_setup_path	startpoint types	input port	
power_and_ir_drop	sequential fraction of design power	0	
cells_and_area	Top Layout Cells	dlygate4sd2_1, or2_1, buf_2	
run	Log Warnings	32	
global_route	first-pass GRT wire length	1610	um
timing	Max Freq	1.05	GHz
global_route	largest net degree at the start of global routing	2	
power_and_ir_drop	Tot Pwr	121	uW
synthesis	Unique masters post-synth	2	
hold_path	Endpoint, Worst Hold	out[0]	
clocking	Setup Buffers After CTS	0	
floorplan	Chip Width	80	um
clocking	Hold Buf Count CTS	0	
routing	met3 wire len	210	um
cells_and_area	share of cells above drive strength 1	0.250	
synthesis	yosys warns	0	
synthesis	top cells, area	buf_4, or2_1	
global_route	initial antenna violation count	0	
power_and_ir_drop	Peak VDD IR	0.0479	mV
global_route	total gr overflow	0	
power_and_ir_drop	Comb power frac	1.000	
floorplan	FP Rows	21	
power_and_ir_drop	leakage	0.000247	uW
power_and_ir_drop	pwr/cell area	233	mW/mm^2
routing	Vias/cell	2.57	
power_and_ir_drop	Clk pwr share	0	
cells_and_area	# clk buffers	0	
run	MaxCap Viol Count	0	
synthesis	leading area contributor after synthesis	buf_4	
placement	PortBufs	48	
routing	remaining routing DRC violations	0	
power_and_ir_drop	NetSw	23.0	uW
floorplan	Die Size	0.00640	mm^2
timing	RSZ-0062 raised after global routing	no	
synthesis	# Cells Yosys	32	
timing	Final setup violation count	0	
hold_path	worst hold stages	3	
worst_setup_path	WS Path Type	input port to output port	
cells_and_area	FF+latch count	0	
global_route	GRT Overall Usage	0.0305	
worst_setup_path	CP arrival	0.76	ns
worst_setup_path	endpoint class of the critical path	output port	
global_route	vias in the first global route	321	
worst_setup_path	crit path DRT	0.80	ns
hold_path	Hold Crit Start	b[0]	
timing	final hold violations	0	
routing	Ant. Diodes	0	
floorplan	Ports	48	
timing	Max Slew Vio Count	0	
timing	Final min period	0.956	ns
floorplan	Die Ht	80	um
floorplan	Pre-Place Util	0.0645	
run_status	status	finished, final reports clean	
cells_and_area	Area growth, synth to finish	136	%
synthesis	Post-synth seq share	0	
routing	starting DRC count in detailed routing	0	
routing	met2 routed WL	411	um
floorplan	Floorplan Core Area	0.00342	mm^2
synthesis	Area leader share	0.545	
synthesis	synthesized area	220	um^2
cells_and_area	most frequent logic cell in the layout	dlygate4sd2_1	
cells_and_area	fill cell count	424	
routing	Final ANT Viol Nets	0	
timing	Final Cycle Share	0.956	
routing	total wire length	1030	um
synthesis	Cells after Synth	32	
timing	Least-Margin Pin Slew	0.0522	ns
timing	Min Hold Slack	0.733	ns
placement	Placer Congestion	0.778	
routing	WL met1	407	um
cells_and_area	register area	0	um^2
power_and_ir_drop	sw frac	0.190	
routing	WL/cell	9.35	um
routing	routed vias	283	
-- power by group through the flow --
stage | registers [uW] | clock network (uW) | logic (uW)
finish | 0 | 0 | 121
CTS | 0 | 0 | 125
global route | 0 | 0 | 140
-- worst max-delay path by stage --
stage     endpoint  slack [ns]  depth (start not counted)
6_report   out[13]        0.04                          3
4_1_cts    out[13]        0.03                          3
5_1_grt     out[0]        0.01                          3
-- layer usage --
layer	track usage	up-vias
li1	-	144
met1	0.0363	110
met2	0.0449	29
met3	0.0239	0
met4	0	0
met5	0	-
-- critical path: stages --
cell and delay (ns):
dlygate4sd2_1 0.22, or2_1 0.21, buf_2 0.12
-- repair_timing --
action	in CTS	in global routing
endpoints found under the setup margin	16	1
pin swaps	16	1
gates resized	81	1
-- layout make-up --
| cell class | instances | area [um^2] | area share |
|---|---|---|---|
| well taps | 46 | 57.6 | 0.111 |
| repair buffers | 48 | 362 | 0.696 |
| multi-input cells | 16 | 100 | 0.193 |
-- cell families (layout without fill, tap and decap cells) --
kind of cell	after synthesis	in the layout	synth area share
buffers and inverters	16	48	0.545
and+or+nand+nor	16	16	0.455
-- cells in the mapped netlist --
library cell and count:
buf_4 16, or2_1 16
-- metrics by stage --
stage                     utilization  area (um^2)  cells  setup slack (ns)  setup TNS (ns)
after CTS                       0.152          518    110            0.0336               0
final                           0.152          519    110            0.0438               0
after global routing            0.152          519    110            0.0130               0
after detailed placement        0.187          638    110            -0.470           -6.83
after floorplan                     -          220     32             0.282               0
after global placement          0.187          638    110            -0.460           -6.78
Power is estimated from default activity; no workload was simulated.
